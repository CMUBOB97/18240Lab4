==> flow/config.mk <==
export PLATFORM = sky130hd
export DESIGN_NAME = myExplicitFSM
export DESIGN_NICKNAME = myExplicitFSM
export VERILOG_FILES = /design/flow/design.v
export SDC_FILE = /design/flow/constraint.sdc
export NUM_CORES = 4
export LEC_CHECK = 1
export CORE_AREA = 10 10 70 70
export DIE_AREA = 0 0 80 80
==> flow/constraint.sdc <==
current_design myExplicitFSM

set clk_period 2.4
set clk_io_pct 0.2

create_clock -name clk0 -period $clk_period [get_ports {clock}]

set non_clock_inputs [all_inputs -no_clocks]
set_input_delay [expr $clk_period * $clk_io_pct] -clock clk0 $non_clock_inputs
set_output_delay [expr $clk_period * $clk_io_pct] -clock clk0 [all_outputs]
==> flow/design.v <==
`default_nettype none
module dFlipFlop_0
  (output logic q,
   input logic d, clock, reset);
  always_ff @(posedge clock)
    if (reset == 1)
      q <= 0;
    else
      q <= d;
endmodule: dFlipFlop_0
module dFlipFlop_1
  (output logic q,
   input logic d, clock, reset);
  always_ff @(posedge clock)
    if (reset == 1)
      q <= 1;
    else
      q <= d;
endmodule: dFlipFlop_1
module myExplicitFSM
  (output logic [3:0] cMove,
   output logic       win,
   output logic [3:0] q,
   input  logic [3:0] hMove,
   input  logic       clock, reset);
  logic [3:0] d;
  dFlipFlop_1  ff0 (.d(d[0]), .q(q[0]), .*);
  dFlipFlop_0  ff1 (.d(d[1]), .q(q[1]), .*);
  dFlipFlop_1  ff2 (.d(d[2]), .q(q[2]), .*);
  dFlipFlop_0  ff3 (.d(d[3]), .q(q[3]), .*);
  assign d[0] = ~((~q[3] & ~q[2] & q[1] & q[0] & ~hMove[3] & hMove[2] & hMove[1] & hMove[0]) |
                (~q[3] & ~q[2] & q[1] & q[0] & ~hMove[3] & hMove[2] & ~hMove[1] & ~hMove[0]) |
                (~q[3] & ~q[2] & q[1] & q[0] & hMove[3] & ~hMove[2] & ~hMove[1] & ~hMove[0]) |
                (~q[3] & ~q[2] & q[1] & ~q[0]));
  assign d[1] = (~q[3] & ~q[2] & ~q[1] & q[0] & hMove[3] & ~hMove[2] & ~hMove[1] & hMove[0]) |
                (~q[3] & ~q[2] & q[1] & q[0]) |
                (~q[3] & q[2] & q[1] & q[0]) |
                (~q[3] & ~q[2] & q[1] & ~q[0]);
  assign d[2] = (~q[3] & q[2] & ~q[1] & q[0] & hMove[3]) |
                (~q[3] & q[2] & ~q[1] & q[0] & ~hMove[2]) |
                (~q[3] & q[2] & ~q[1] & q[0] & ~hMove[1]) |
                (~q[3] & q[2] & ~q[1] & q[0] & hMove[0]) |
                (~q[3] & ~q[2] & q[1] & q[0] & ~hMove[3] & ~hMove[2] & hMove[1] & ~hMove[0]) |
                (~q[3] & q[2] & q[1] & q[0]);
  assign d[3] = (~q[3] & ~q[2] & ~q[1] & q[0] & ~hMove[3] & ~hMove[2] & hMove[1]) |
                (~q[3] & ~q[2] & ~q[1] & q[0] & ~hMove[3] & hMove[2] & ~hMove[1] & ~hMove[0]) |
                (~q[3] & ~q[2] & ~q[1] & q[0] & hMove[3] & ~hMove[2] & ~hMove[1] & ~hMove[0]) |
                (~q[3] & ~q[2] & ~q[1] & q[0] & ~hMove[3] & hMove[2] & hMove[1] & hMove[0]) |
                (q[3] & ~q[2] & ~q[1] & q[0]);
  assign cMove = d;
  assign win = (~q[3] & ~q[2] & q[1] & ~q[0]) | 
               (~q[3] & q[2] & q[1] & q[0]) |
               (q[3] & ~q[2] & ~q[1] & q[0]);
endmodule: myExplicitFSM
==> flow/run.sh <==
#!/bin/bash
# OpenROAD 26Q1-2900-gdf79404cd8, Yosys 0.63+post, stock flow scripts
make -C /OpenROAD-flow-scripts/flow DESIGN_CONFIG=/design/flow/config.mk WORK_HOME=/design/flow/orfs finish
==> results.tsv <==
stage	metric	value	unit
floorplan	die_area	6400	um^2
pwr	power.density	381	nW/um^2
placement	io_buffers	14	
finish	post-route-util	18.4	%
pwr	switching_share	26.9	%
logic_synthesis	syn-instance-count	45	
logic_synthesis	ys_seq_share	21.7	%
logic_synthesis	ys_area	369	um^2
pwr	p_int	175	uW
clock_tree	h-tree-depth	1	
placement	gp_congestion	0.757	
pwr	finalPower	240	uW
status	status	complete, no violations	
critical_path	r2r_start	ff0.q	
job	drv_cap	0	
drt	drt_iter0_drc	26	
floorplan	die_h	80	um
hold_path	min_path_type	reg2reg	
pwr	seq_power_share	30.9	%
sta	setup_violations	0	
logic_synthesis	numSynthFlops	4	
logic_synthesis	syn_area	369	um^2
global_routing	grt_antenna_before_repair	0	
critical_path	r2r_slack	1.26	ns
clock_tree	clk_pin_slew	0.04	ns
sta	layout_min_cycle_time	2.32	ns
critical_path	worst_path_max_delay_cell	clkdlybuf4s50_1	
sta	relSlewSlack	78.5	%
logic_synthesis	yosysWarnings	2	
sta	worst_slack	0.0821	ns
drt	diodes	0	
global_routing	grt.overflow.total	0	
critical_path	cp.arrival	1.84	ns
sta	maxSlewViolCount	0	
finish	design_area	629	um^2
floorplan	die_x	80	um
logic_synthesis	synth.distinct_cells	25	
drt	drt_wl_total	1120	um
drt	drc	0	
sta	final_hold_viol_count	0	
pwr	p_clk_share	34.0	%
clock_tree	clockBufferDepth	2	
sta	worst-slew-pin-transition	0.320	ns
pwr	p_sw	64.5	uW
finish	seq_area	80.1	um^2
finish	comb_area	254	um^2
global_routing	grt_pass1_vias	361	
global_routing	track_usage	3.45	%
sta	max_freq	431	MHz
logic_synthesis	synth.avg_cell_area	8.20	um^2
placement	hpwl	927	um
critical_path	crit_fanout	4	
floorplan	floorplan.core_util	10.8	%
drt	num_vias	374	
drt	drtAntennaViolNets	0	
critical_path	path_cells	dlygate4sd2_1 -> buf_4 -> and4bb_2 -> nand3_1 -> nand2_1 -> clkdlybuf4s50_1	
pwr	power.leakage	0.000262	uW
floorplan	ios	15	
global_routing	grt_first_pass_wirelength	1780	um
sta	rsz0062_at_grt	no	
clock_tree	cts_tree	built	
critical_path	cp_num_cells	6	
sta	fin_hold_ws	0.561	ns
critical_path	cp_top_family	buffers and inverters	
critical_path	rr_endpoint	ff2.q	
critical_path	critical_path_class	in2out	
clock_tree	root_buffer	clkbuf_4	
drt	drt_pass1_iterations	3	
pwr	combinationalPowerShare	35.0	%
pwr	worst_ir_drop_vdd	104	uV
critical_path	start_kind	input port	
clock_tree	clk_latency	0.23	ns
floorplan	fp.coreArea	3420	um^2
floorplan	rows	21	
finish	fillers	389	
critical_path	path_buffers	3	
clock_tree	clock_sinks	4	
job	tool_warnings	25	
global_routing	grt_max_degree	7	
drt	avgViaCountPerCell	3.46	
hold_path	whs_path_depth	2	
finish	area_growth	70.5	%
drt	avgRoutedWirePerCell	10.4	um
logic_synthesis	ys_cells	45	
sta	skew	0.00257	ns
placement	dp_slack	-0.460	ns
sta	finalCritPeriodShare	96.6	%
critical_path	cp.required	1.92	ns
critical_path	ff2ff_path_depth	4	
critical_path	critPathCapture	cMove[1]	
clock_tree	cts_setup_buffers	0	
clock_tree	cts_made_buffers	3	
critical_path	endpoint_kind	primary output	
critical_path	cp-startpoint	hMove[2]	
clock_tree	cts_hold_buf	0	
critical_path	max_stage_delay	0.47	ns
finish	drive_gt1_share	30.6	%
placement	placedInstanceArea	567	um^2
==> per-layer routing <==
layer | up-vias | part of all wire [%] | track usage [%]
li1 | 193 | - | -
met5 | - | 0 | 0
met4 | 0 | 2.6 | 0.704
met1 | 166 | 46 | 4.52
met3 | 2 | 8.0 | 1.70
met2 | 13 | 43 | 4.98
==> through the flow <==
step	TNS [ns]	instances
floorplan	0	45
global placement	-1.18	105
detailed placement	-1.22	105
CTS	0	108
global route	0	108
finish	0	108
==> power by group through the flow <==
stage | Clock, uW | Sequential [uW] | Combinational [uW]
final | 81.5 | 74.1 | 83.9
after global routing | 88.1 | 74.9 | 93.6
after CTS | 85.9 | 74.1 | 82.1
==> final cells by class <==
class,instances,area share [%]
tap,46,9.15
timing repair buffer,22,31.2
sequential,4,12.7
clock buffer,3,3.58
inverter,5,2.98
multi-input combinational,28,40.4
==> state kept, by name (all words and copies together) (netlist names) <==
| signal | flops |
|---|---|
| ff1.q | 1 |
| ff3.q | 1 |
| ff2.q | 1 |
| ff0.q | 1 |
==> cells in the mapped netlist <==
cell type	instances	area, um^2
a2111oi_2	1	15.0
a21boi_0	1	7.51
a21oi_1	2	10.0
a311oi_1	1	8.76
a31oi_1	2	12.5
and3b_1	1	8.76
and4bb_2	1	12.5
buf_4	8	60.1
dfxtp_1	4	80.1
inv_1	5	18.8
nand2_1	1	3.75
nand2b_1	1	6.26
nand3_1	2	10.0
nand4_1	1	6.26
nor2_1	1	3.75
nor2b_1	3	18.8
nor3b_1	1	7.51
o211a_1	1	10.0
o21ai_0	1	5.00
o2bb2ai_1	1	8.76
o311ai_0	1	8.76
o41ai_1	1	8.76
or2b_2	1	8.76
or4b_1	2	20.0
xor2_1	1	8.76
==> cells in the final DEF, fill, tap and decap left out, types with 2 or more instances in the layout <==
cell             instances
a31oi_1                  2
nand3_1                  2
buf_4                    8
nor2b_1                  3
clkdlybuf4s50_1          7
inv_1                    5
clkbuf_4                 3
dlygate4sd2_1            5
a21oi_1                  2
dfxtp_1                  4
==> kinds of logic (layout without fill, tap and decap cells) <==
group | Yosys count | in the layout | share of synthesized area [%]
AND/OR/NAND/NOR | 15 | 15 | 28.8
buffers and inverters | 13 | 30 | 21.4
AND-OR/OR-AND | 12 | 12 | 25.8
flip-flops | 4 | 4 | 21.7
XOR/XNOR | 1 | 1 | 2.37
==> timing repair <==
item	in CTS	in global routing
pin swaps	4	0
resized	13	4
setup endpoints to repair	4	2
==> worst min-delay path by stage <==
| stage | slack (ns) | from | to |
|---|---|---|---|
| 4_1_cts | 0.55 | ff1.q | ff3.q |
| 5_1_grt | 0.58 | ff1.q | ff3.q |
| 6_report | 0.56 | ff2.q | ff0.q |
==> worst reg2reg max path: stages, from the launching register on <==
cell and delay, ns:
dfxtp_1 0.44, and3b_1 0.26, o41ai_2 0.10, buf_4 0.14, a31oi_1 0.14
No activity file was given, so power comes from the tool's default toggle rates.
