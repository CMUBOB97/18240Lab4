==> flow/design.v <==
`default_nettype none
module myAbstractFSM
  (output logic [3:0] cMove,
   output logic win,
   input logic [3:0] hMove,
   input logic clock, reset);
  enum logic [2:0] {S0_5, S1_1, S2_9, S3_3, S4_7, S5_2} currState, nextState;
  always_comb begin
    case (currState)
      S0_5: begin
        nextState = (hMove == 4'd6) ? S1_1 : S0_5;
      end
      S1_1: begin
        if (hMove == 4'd9)
          nextState = S3_3;
        else if (hMove == 4'd2 || hMove == 4'd3 || hMove == 4'd4
                 || hMove == 4'd7 || hMove == 4'd8)
          nextState = S2_9;
        else
          nextState = S1_1;
      end
      S2_9: nextState = S2_9;
      S3_3: begin
        if (hMove == 4'd2)
          nextState = S4_7;
        else if (hMove == 4'd4 || hMove == 4'd7 || hMove == 4'd8)
          nextState = S5_2;
        else
          nextState = S3_3;
      end
      S4_7: nextState = S4_7;
      S5_2: nextState = S5_2;
      default: nextState = S0_5;
    endcase
  end
  always_comb begin
    unique case (currState)
      S0_5: begin
        win = 1'b0;
        cMove = (nextState == S1_1) ? 4'd1 : 4'd5;
      end 
      S1_1: begin
        win = 1'b0;
        if (nextState == S2_9)
          cMove = 4'd9;
        else if (nextState == S3_3)
          cMove = 4'd3;
        else
          cMove = 4'd1;
      end
      S2_9: begin
        win = 1'b1;
        cMove = 4'd9;
      end
      S3_3: begin
        win = 1'b0;
        if (nextState == S4_7)
          cMove = 4'd7;
        else if (nextState == S5_2)
          cMove = 4'd2;
        else
          cMove = 4'd3;
      end
      S4_7: begin
        win = 1'b1;
        cMove = 4'd7;
      end
      S5_2: begin
        win = 1'b1;
        cMove = 4'd2;
      end
    endcase
  end
  always_ff @(posedge clock)
    if (reset)
      currState <= S0_5;  
    else
      currState <= nextState;
endmodule: myAbstractFSM
`default_nettype none
module BCDtoSevenSegment
    (input logic [3:0] bcd,
     output logic [6:0] segment);
    always_comb
        case (bcd)
            4'b0000: segment = 7'b100_0000;
            4'b0001: segment = 7'b111_1001;
            4'b0010: segment = 7'b010_0100;
            4'b0011: segment = 7'b011_0000;
            4'b0100: segment = 7'b001_1001;
            4'b0101: segment = 7'b001_0010;
            4'b0110: segment = 7'b000_0010;
            4'b0111: segment = 7'b111_1000;
            4'b1000: segment = 7'b000_0000;
            4'b1001: segment = 7'b001_0000;
            4'b1010: segment = 7'b000_1000;
            4'b1011: segment = 7'b000_0011;
            4'b1100: segment = 7'b100_0110;
            4'b1101: segment = 7'b010_0001;
            4'b1110: segment = 7'b000_0110;
            4'b1111: segment = 7'b000_1110;
        endcase
endmodule: BCDtoSevenSegment
`default_nettype none
module chipInterface
  (input logic [3:0] KEY,
   input logic [17:0] SW,
   output logic [6:0] HEX5,
   output logic [17:0] LEDR,
   output logic [7:0] LEDG);
  logic [3:0] cMove;
  assign LEDG = 8'b00000000;
  myAbstractFSM   dut (.cMove(cMove), .win(LEDR[0]),
                        .hMove({SW[14], SW[15], SW[16], SW[17]}), .clock(KEY[0]),
                        .reset(SW[10]));
  BCDtoSevenSegment comp (.bcd(cMove), .segment(HEX5));
endmodule: chipInterface
==> flow/run.sh <==
#!/bin/bash
# OpenROAD 26Q1-2900-gdf79404cd8, Yosys 0.63+post, stock flow scripts
make -C /OpenROAD-flow-scripts/flow DESIGN_CONFIG=/design/flow/config.mk WORK_HOME=/design/flow/orfs finish
==> flow/config.mk <==
export PLATFORM = sky130hd
export DESIGN_NAME = chipInterface
export DESIGN_NICKNAME = chipInterface
export VERILOG_FILES = /design/flow/design.v
export SDC_FILE = /design/flow/constraint.sdc
export NUM_CORES = 4
export LEC_CHECK = 1
export CORE_AREA = 10 10 70 70
export DIE_AREA = 0 0 80 80
==> flow/constraint.sdc <==
current_design chipInterface

set clk_period 5.6
set clk_io_pct 0.2

create_clock -name clk0 -period $clk_period [get_ports {KEY}]

set non_clock_inputs [all_inputs -no_clocks]
set_input_delay [expr $clk_period * $clk_io_pct] -clock clk0 $non_clock_inputs
set_output_delay [expr $clk_period * $clk_io_pct] -clock clk0 [all_outputs]
==> results.json <==
{
  "status": "finished clean",
  "slowest_stage": "clkdlybuf4s50_1",
  "async_flop_share": 0,
  "drt-total-wl_um": 2000,
  "firstDrtPassIters": 4,
  "combPwrFrac": 0.351,
  "synthSimpleGateAreaFrac": 0.233,
  "topCellsByArea": "buf_4 (20%), dfxtp_1 (12%), ha_1 (7.2%)",
  "grt.total_usage": 0.0603,
  "fp_util": 0.303,
  "synth_cell_type_count": 45,
  "whs_path_depth": 1,
  "power.total_mw": 0.119,
  "period_used_share": 0.945,
  "r2r_slack_ns": 4.74,
  "postSynthCellCount": 130,
  "grt_start_max_net_pins": 14,
  "leakagePower_nw": 0.501,
  "design.core.area_sq_mm": 0.00342,
  "rows": 21,
  "largest_area_cell": "buf_4",
  "fp.dieH_um": 80,
  "arrival_ns": 4.17,
  "largest_reg_flops": 6,
  "drive_above_1_share": 0.157,
  "ys_top_logic_family": "buffers and inverters",
  "p_switching_mw": 0.0288,
  "clk_pin_slew_worst_paths_ns": 0.04,
  "drc_errors": 0,
  "top_area_frac": 0.196,
  "root_buffer": "clkbuf_4",
  "path_common_cell": "clkdlybuf4s50_1",
  "h-tree-depth": 1,
  "cp-start-kind": "input port",
  "dp_hpwl_um": 1700,
  "insertion_delay_ns": 0.22,
  "min_path_type": "reg -> reg",
  "antenna_found_initial": 0,
  "cts.sinks": 6,
  "synthMuxAreaShare": 0.0749,
  "seqPwrFrac": 0.373,
  "switching_share": 0.241,
  "ys_seq_share": 0.116,
  "worstReg2RegEnd": "dut.currState[3]",
  "cts_setup_buffers": 0,
  "reg2reg_depth": 2,
  "die_width_um": 80,
  "postCtsHoldBufs": 0,
  "clkPwrFrac": 0.275,
  "ant_nets": 0,
  "num_vias": 803,
  "period_minus_slack_ns": 5.29,
  "wl_per_cell_um": 10.8,
  "grt_pass1_wl_um": 3380,
  "synth_area_per_cell_sq_um": 7.97,
  "crit_type": "in -> out",
  "crit_chain": "clkdlybuf4s50_1 -> buf_4 -> nor4b_2 -> a22oi_1 -> o221ai_1 -> and2_2 -> inv_1 -> ha_1 -> nor2b_1 -> a21o_1 -> mux2_4 -> clkdlybuf4s50_1",
  "synth_warnings": 19,
  "flop_cell": "dfxtp_1",
  "hold_start": "dut.currState[0]",
  "edf_count": 0,
  "cts_resized": 0,
  "first_iter_violations": 65,
  "ys_ff": 6,
  "max_cap_viol_count": 0,
  "synth-area-yosys_sq_mm": 0.00104,
  "largest-register": "dut.currState",
  "cp-end-kind": "primary output",
  "ys_cells": 130,
  "hold_violations": 0,
  "grt_pass1_vias": 794,
  "rsz0062_at_grt": "no",
  "overflow": 0,
  "crit_fanout": 7,
  "cts_tree": "done",
  "setup_tns_ns": 0,
  "gp_congestion": 0.823,
  "hold_path_end": "dut.currState[0]",
  "fin_skew_ns": 0,
  "timing.rr.start": "dut.currState[3]",
  "dpl_cell_area_sq_mm": 0.00111,
  "numCtsBuffers": 3,
  "p_int_mw": 0.0906,
  "synth_area_sq_mm": 0.00104,
  "p_per_area_mw_per_mm2": 105,
  "setup_viol": 0,
  "diodes": 0,
  "viasPerCell": 4.32,
  "vdd_drop_max_uv": 52.7,
  "aoi_share": 0.220,
  "top_regs": "dut.currState x6",
  "xor_area_frac": 0.0169,
  "clockBufferDepth": 2,
  "slew_violations": 0,
  "die-area_sq_mm": 0.00640,
  "startpoint": "SW[17]",
  "critPathMaxStageDelay_ns": 0.55,
  "io_pins": 55,
  "syn_to_final_growth_pct": 9.66,
  "final_area_sq_mm": 0.00114,
  "max_clock_freq_mhz": 189,
  "warning_count": 64,
  "critPathRequiredTime_ns": 4.48,
  "portBuffers": 13,
  "ys_sh_adder": 0.0725
}
-- critical path, delay by kind of cell --
kind / cells / cell delay [ns]
buf+inv: 4 / 1.27
simple gates: 3 / 0.72
compound gates: 3 / 0.60
mux: 1 / 0.26
fa+ha+maj: 1 / 0.22
-- metrics by stage --
step,cells,util,hold slack [ns],setup WS [ns]
final,186,0.333,0.480,0.307
after global routing,186,0.333,0.536,0.0488
after CTS,186,0.331,0.484,0.0693
after detailed placement,183,0.325,0.474,0.0756
after global placement,183,0.325,0.471,0.0894
after floorplan,154,-,0.449,1.28
-- cell usage in the layout, fill, tap and decap left out, drive strengths merged, types with 2 or more instances in the layout --
cell type,count
a311o,2
clkdlybuf4s50,13
buf,5
inv,8
or3,2
nor2,7
nor4b,3
o21ai,3
nand2,6
a221oi,2
nor3,5
clkbuf,3
a21oi,7
nor2b,3
nor3b,2
nand2b,4
mux2i,4
conb,25
a211oi,2
ha,6
dfxtp,6
a21o,4
-- routing by layer --
layer  GRT usage  wire, um  share of wire  up-vias
met5           0         0              0        -
met4     0.00880        22          0.011        0
met3      0.0114        76          0.038        3
met2      0.0987       925           0.46       22
met1      0.0816       979           0.49      351
li1            -         -              -      427
-- cell type report --
type | count | area [sq um]
tap | 46 | 57.6
clock buffer | 3 | 22.5
inverter | 8 | 30.0
multi-input combinational | 105 | 738
fill | 387 | 2280
sequential | 6 | 120
timing repair buffer | 18 | 168
-- worst max-delay path by stage --
| stage | slack, ns | to |
|---|---|---|
| after CTS | 0.07 | HEX5[5] |
| after global routing | 0.05 | HEX5[0] |
| final | 0.31 | HEX5[5] |
-- power groups by stage --
stage	Clock (mW)	Sequential (mW)	Combinational, mW
finish	0.0329	0.0446	0.0419
global route	0.0440	0.0446	0.0470
CTS	0.0406	0.0445	0.0429
-- synthesized netlist by cell type (2+ instances only) --
cell,count
buf_4,27
a311o_1,2
a21oi_2,2
a21o_1,3
a21oi_1,5
nor2b_1,3
mux2i_1,4
clkbuf_1,5
nor4b_2,3
buf_2,2
dfxtp_1,6
or3_1,2
nand2_1,6
nor2_1,7
ha_1,6
nand2b_1,4
nor3b_1,2
inv_1,8
o21ai_0,3
nor3_1,5
-- logic make-up after synthesis --
logic type                 count (synthesis)
DFF                                        6
AOI/OAI and AO/OA                         27
muxes                                      6
buffers and inverters                     43
other                                      1
xor gates and xnor gates                   2
and+or+nand+nor                           39
adders and majority gates                  6
No activity file was given, so power comes from the tool's default toggle rates.
