--- /design/flow/run.sh ---
#!/bin/bash
# OpenROAD 26Q1-2900-gdf79404cd8, Yosys 0.63+post, stock flow scripts
make -C /OpenROAD-flow-scripts/flow DESIGN_CONFIG=/design/flow/config.mk WORK_HOME=/design/flow/orfs finish
--- /design/flow/config.mk ---
export PLATFORM = sky130hd
export DESIGN_NAME = chipInterface_big
export DESIGN_NICKNAME = chipInterface_big
export VERILOG_FILES = /design/flow/design.v
export SDC_FILE = /design/flow/constraint.sdc
export NUM_CORES = 4
export LEC_CHECK = 1
export CORE_UTILIZATION = 50
--- /design/flow/constraint.sdc ---
current_design chipInterface_big

set clk_period 3.7
set clk_io_pct 0.2

create_clock -name clk0 -period $clk_period [get_ports {CLOCK_50}]

set non_clock_inputs [all_inputs -no_clocks]
set_input_delay [expr $clk_period * $clk_io_pct] -clock clk0 $non_clock_inputs
set_output_delay [expr $clk_period * $clk_io_pct] -clock clk0 [all_outputs]
--- /design/flow/design.v ---
`default_nettype none
module myBigFSM
  (output logic [3:0] cMove,
   output logic win,
   output logic [15:0] hMove_all, cMove_all,
   input logic [3:0] hMove,
   input logic enter_L, new_game_L,
   input logic clock, reset);
  logic [3:0] hMove_sync_1, hMove_sync_2;
  logic enter_sync_1, enter_sync_2;
  logic new_game_sync_1, new_game_sync_2;
  always_ff @(posedge clock) begin
    enter_sync_1 <= ~enter_L;
    new_game_sync_1 <= ~new_game_L;
    hMove_sync_1 <= hMove;
  end
  always_ff @(posedge clock) begin
    enter_sync_2 <= enter_sync_1;
    new_game_sync_2 <= new_game_sync_1;
    hMove_sync_2 <= hMove_sync_1;
  end
  enum logic [4:0] {Start, Inter1_hMove_6,
                    cMove_1, Inter2_hMove_2, Inter2_hMove_3,
                    Inter2_hMove_4, Inter2_hMove_7, Inter2_hMove_8,
                    Inter2_hMove_9, end_game1_hMove_2, end_game1_hMove_3,
                    end_game1_hMove_4, end_game1_hMove_7, end_game1_hMove_8,
                    cMove_3, Inter3_hMove_7, Inter3_hMove_2,
                    Inter3_hMove_4, Inter3_hMove_8, end_game2_hMove_7,
                    end_game2_hMove_2, end_game2_hMove_4, end_game2_hMove_8,
                    Inter_new_game} currState, nextState;
  always_comb begin
    unique case (currState)
      Start: begin
        if (hMove_sync_2 == 4'd6 && enter_sync_2)
          nextState = Inter1_hMove_6;
        else
          nextState = Start;
      end
      Inter1_hMove_6: begin
        if (enter_sync_2 == 0)
          nextState = cMove_1;
        else
          nextState = Inter1_hMove_6;
		end
      cMove_1: begin
        if (hMove_sync_2 == 4'd2 && enter_sync_2)
          nextState = Inter2_hMove_2;
        else if (hMove_sync_2 == 4'd3 && enter_sync_2)
          nextState = Inter2_hMove_3;
        else if (hMove_sync_2 == 4'd4 && enter_sync_2)
          nextState = Inter2_hMove_4;
        else if (hMove_sync_2 == 4'd7 && enter_sync_2)
          nextState = Inter2_hMove_7;
        else if (hMove_sync_2 == 4'd8 && enter_sync_2)
          nextState = Inter2_hMove_8;
        else if (hMove_sync_2 == 4'd9 && enter_sync_2)
          nextState = Inter2_hMove_9;
        else
          nextState = cMove_1;
      end
      Inter2_hMove_2: begin
        if (enter_sync_2 == 0)
          nextState = end_game1_hMove_2;
        else
          nextState = Inter2_hMove_2;
      end
      Inter2_hMove_3: begin
        if (enter_sync_2 == 0)
          nextState = end_game1_hMove_3;
        else
          nextState = Inter2_hMove_3;
      end
      Inter2_hMove_4: begin
        if (enter_sync_2 == 0)
          nextState = end_game1_hMove_4;
        else
          nextState = Inter2_hMove_4;
      end
      Inter2_hMove_7: begin
        if (enter_sync_2 == 0)
          nextState = end_game1_hMove_7;
        else
          nextState = Inter2_hMove_7;
      end
      Inter2_hMove_8: begin
        if (enter_sync_2 == 0)
          nextState = end_game1_hMove_8;
        else
          nextState = Inter2_hMove_8;
      end
      Inter2_hMove_9: begin
        if (enter_sync_2 == 0)
          nextState = cMove_3;
        else
          nextState = Inter2_hMove_9;
      end
      cMove_3: begin
        if (hMove_sync_2 == 4'd7 && enter_sync_2)
          nextState = Inter3_hMove_7;
        else if (hMove_sync_2 == 4'd2 && enter_sync_2)
          nextState = Inter3_hMove_2;
        else if (hMove_sync_2 == 4'd4 && enter_sync_2)
          nextState = Inter3_hMove_4;
        else if (hMove_sync_2 == 4'd8 && enter_sync_2)
          nextState = Inter3_hMove_8;
        else
          nextState = cMove_3;
      end
      Inter3_hMove_7: begin
        if (enter_sync_2 == 0)
          nextState = end_game2_hMove_7;
        else
          nextState = Inter3_hMove_7;
      end
      Inter3_hMove_2: begin
        if (enter_sync_2 == 0)
          nextState = end_game2_hMove_2;
        else
          nextState = Inter3_hMove_2;
      end
      Inter3_hMove_4: begin
        if (enter_sync_2 == 0)
          nextState = end_game2_hMove_4;
        else
          nextState = Inter3_hMove_4;
      end
      Inter3_hMove_8: begin
        if (enter_sync_2 == 0)
          nextState = end_game2_hMove_8;
        else
          nextState = Inter3_hMove_8;
      end
      end_game1_hMove_2: begin
        if (new_game_sync_2 == 1)
          nextState = Inter_new_game;
        else
          nextState = end_game1_hMove_2;
      end
      end_game1_hMove_3: begin
        if (new_game_sync_2 == 1)
          nextState = Inter_new_game;
        else
          nextState = end_game1_hMove_3;
      end
      end_game1_hMove_4: begin
        if (new_game_sync_2 == 1)
          nextState = Inter_new_game;
        else
          nextState = end_game1_hMove_4;
      end
      end_game1_hMove_7: begin
        if (new_game_sync_2 == 1)
          nextState = Inter_new_game;
        else
          nextState = end_game1_hMove_7;
      end
      end_game1_hMove_8: begin
        if (new_game_sync_2 == 1)
          nextState = Inter_new_game;
        else
          nextState = end_game1_hMove_8;
      end
      end_game2_hMove_2: begin
        if (new_game_sync_2 == 1)
          nextState = Inter_new_game;
        else
          nextState = end_game2_hMove_2;
      end
      end_game2_hMove_4: begin
        if (new_game_sync_2 == 1)
          nextState = Inter_new_game;
        else
          nextState = end_game2_hMove_4;
      end
      end_game2_hMove_7: begin
        if (new_game_sync_2 == 1)
          nextState = Inter_new_game;
        else
          nextState = end_game2_hMove_7;
      end
      end_game2_hMove_8: begin
        if (new_game_sync_2 == 1)
          nextState = Inter_new_game;
        else
          nextState = end_game2_hMove_8;
      end
      Inter_new_game: begin
        if (new_game_sync_2 == 0 && enter_sync_2 == 0)
          nextState = Start;
        else
          nextState = Inter_new_game;
      end
    endcase
  end
  always_comb begin
    unique case (currState)
      Start: begin
        cMove = 4'd5;
        hMove_all = 16'd0;
        cMove_all = 16'd5;
        win = 0;
      end
      Inter1_hMove_6: begin
        cMove = 4'd0;
        hMove_all = 16'd6;
        cMove_all = 16'd5;
        win = 0;
      end
      cMove_1: begin
        cMove = 4'd1;
        hMove_all = 16'd6;
        cMove_all = 16'h51;
        win = 0;
      end
      Inter2_hMove_2: begin
        cMove = 4'd0;
        hMove_all = 16'h62;
        cMove_all = 16'h51;
        win = 0;
      end
      Inter2_hMove_3: begin
        cMove = 4'd0;
        hMove_all = 16'h63;
        cMove_all = 16'h51;
        win = 0;
      end
      Inter2_hMove_4: begin
        cMove = 4'd0;
        hMove_all = 16'h64;
        cMove_all = 16'h51;
        win = 0;
      end
      Inter2_hMove_7: begin
        cMove = 4'd0;
        hMove_all = 16'h76;
        cMove_all = 16'h51;
        win = 0;
      end
      Inter2_hMove_8: begin
        cMove = 4'd0;
        hMove_all = 16'h86;
        cMove_all = 16'h51;
        win = 0;
      end
      Inter2_hMove_9: begin
        cMove = 4'd0;
        hMove_all = 16'h96;
        cMove_all = 16'h51;
        win = 0;
      end
      cMove_3: begin
        cMove = 4'd3;
        hMove_all = 16'h96;
        cMove_all = 16'h531;
        win = 0;
      end
      Inter3_hMove_2: begin
        cMove = 4'd0;
        hMove_all = 16'h962;
        cMove_all = 16'h531;
        win = 0;
      end
      Inter3_hMove_4: begin
        cMove = 4'd0;
        hMove_all = 16'h964;
        cMove_all = 16'h531;
        win = 0;
      end
      Inter3_hMove_7: begin
        cMove = 4'd0;
        hMove_all = 16'h976;
        cMove_all = 16'h531;
        win = 0;
      end
      Inter3_hMove_8: begin
        cMove = 4'd0;
        hMove_all = 16'h986;
        cMove_all = 16'h531;
        win = 0;
      end
      end_game1_hMove_2: begin
        cMove = 4'd9;
        hMove_all = 16'h62;
        cMove_all = 16'h951;
        win = 1;
      end
      end_game1_hMove_3: begin
        cMove = 4'd9;
        hMove_all = 16'h63;
        cMove_all = 16'h951;
        win = 1;
      end
      end_game1_hMove_4: begin
        cMove = 4'd9;
        hMove_all = 16'h64;
        cMove_all = 16'h951;
        win = 1;
      end
      end_game1_hMove_7: begin
        cMove = 4'd9;
        hMove_all = 16'h76;
        cMove_all = 16'h951;
        win = 1;
      end
      end_game1_hMove_8: begin
        cMove = 4'd9;
        hMove_all = 16'h86;
        cMove_all = 16'h951;
        win = 1;
      end
      end_game2_hMove_2: begin
        cMove = 4'd7;
        hMove_all = 16'h962;
        cMove_all = 16'h7531;
        win = 1;
      end
      end_game2_hMove_4: begin
        cMove = 4'd7;
        hMove_all = 16'h964;
        cMove_all = 16'h7531;
        win = 1;
      end
      end_game2_hMove_7: begin
        cMove = 4'd2;
        hMove_all = 16'h976;
        cMove_all = 16'h5321;
        win = 1;
      end
      end_game2_hMove_8: begin
        cMove = 4'd2;
        hMove_all = 16'h986;
        cMove_all = 16'h5321;
        win = 1;
      end
      Inter_new_game: begin
        cMove = 4'd0;
        hMove_all = 16'd0;
        cMove_all = 16'd0;
        win = 0;
      end
    endcase
  end
  always_ff @(posedge clock)
    if (reset)
      currState = Start;
    else
      currState <= nextState;
endmodule: myBigFSM
module BCDtoSevenSegment_sp
    (input logic [3:0] bcd,
     output logic [6:0] segment);
    always_comb
        case (bcd)
            4'b0001: segment = 7'b111_1001;
            4'b0010: segment = 7'b010_0100;
            4'b0011: segment = 7'b011_0000;
            4'b0100: segment = 7'b001_1001;
            4'b0101: segment = 7'b001_0010;
            4'b0110: segment = 7'b000_0010;
            4'b0111: segment = 7'b111_1000;
            4'b1000: segment = 7'b000_0000;
            4'b1001: segment = 7'b001_0000;
            default: segment = 7'b111_1111;
        endcase
endmodule: BCDtoSevenSegment_sp
`default_nettype none
module chipInterface_big
  (input logic [7:0] KEY,
   input logic [17:0] SW,
   input logic CLOCK_50,
   output logic [6:0] HEX5, HEX6, HEX7, HEX8, HEX9,
   output logic [6:0] HEX3, HEX2, HEX1, HEX0,
   output logic [17:0] LEDR,
   output logic [7:0] LEDG);
  logic [3:0] cMove;
  logic [15:0] cMove_all, hMove_all;
  assign LEDG = 8'b00000000;
  myBigFSM   dut (.cMove(cMove), .win(LEDR[9]), .hMove_all(hMove_all),
                  .cMove_all(cMove_all), .enter_L(KEY[4]), .new_game_L(KEY[7]),
                  .hMove({SW[14], SW[15], SW[16], SW[17]}), .clock(CLOCK_50),
                  .reset(SW[10]));
  BCDtoSevenSegment_sp comp (.bcd(cMove), .segment(HEX5));
  BCDtoSevenSegment_sp dut1 (.bcd(hMove_all[3:0]), .segment(HEX6));
  BCDtoSevenSegment_sp dut2 (.bcd(hMove_all[7:4]), .segment(HEX7));
  BCDtoSevenSegment_sp dut3 (.bcd(hMove_all[11:8]), .segment(HEX8));
  BCDtoSevenSegment_sp dut4 (.bcd(hMove_all[15:12]), .segment(HEX9));
  BCDtoSevenSegment_sp dut5 (.bcd(cMove_all[3:0]), .segment(HEX0));
  BCDtoSevenSegment_sp dut6 (.bcd(cMove_all[7:4]), .segment(HEX1));
  BCDtoSevenSegment_sp dut7 (.bcd(cMove_all[11:8]), .segment(HEX2));
  BCDtoSevenSegment_sp dut8 (.bcd(cMove_all[15:12]), .segment(HEX3));
  always_comb begin
    case (LEDR[9])
      1'b1: LEDR[8:0] = 9'b1_1111_1111;
      1'b0: LEDR[8:0] = 9'b0;
    endcase
  end
endmodule: chipInterface_big
==> results.py <==
# Flow results
metrics = {
    "routing": {
        "n_antenna_cell": 0,
        "drc": 0,
        "ant_nets": 0,
        "routed_via_density": 5.191,
        "dr_total_vias": 2694,
        "drtIter0Drc": 181,
        "wirelength_mm": 6.325,
        "wire_per_inst_um": 12.19,
        "detail_route.first_pass.iterations": 4,
    },
    "floorplanning": {
        "std_cell_rows": 28,
        "io_pins": 116,
        "die_height_um": 80.95,
        "floorplanUtilization": 0.5233,
        "std_cell_core_area_mm2": 0.005956,
        "die_outline_area_mm2": 0.006553,
        "die-width_um": 80.95,
    },
    "final_timing": {
        "totalNegativeSetupSlack_ns": 0,
        "layout_setup_ws_ns": 0.6313,
        "timing.slew.headroom": 0.5486,
        "final_hold_viol_count": 0,
        "hold_ws_ns": 0.3284,
        "worst_clock_skew_ns": 0.004451,
        "grt_setup_unrepaired": "no",
        "period_needed_ns": 3.069,
        "post-route-period-util": 0.8294,
        "maxClockFrequency_mhz": 325.9,
        "maxSlewViolCount": 0,
        "worst_pin_slew_ns": 0.6762,
        "finalSetupViolCount": 0,
    },
    "power": {
        "vdd_ir_drop_max_mv": 0.2789,
        "power_uw": 750.1,
        "power_switching_share": 0.2234,
        "p_per_area_mw_per_mm2": 202.7,
        "total_switching_power_uw": 167.6,
        "cellLeakagePower_nw": 1.589,
        "power_frac_clock": 0.361,
        "internal_power_uw": 582.5,
        "seq_power_share": 0.586,
        "combinational_power_share": 0.053,
    },
    "place": {
        "gpl_congestion": 0.8854,
        "place_ws_ns": 0.7301,
        "placement.io_buffers": 71,
        "detailed_place_hpwl_mm": 4.652,
    },
    "synthesis": {
        "postSynthCellCount": 402,
        "synth_chip_area_mm2": 0.003117,
        "netlist_area_mm2": 0.003117,
        "enable_flop_cells": 0,
        "postSynth.asyncResetShare": 0,
        "ys_cells": 402,
        "library_cells_used_by_synthesis": 67,
        "yosysWarningCount": 11,
        "synth-seq-area-share": 0.2505,
        "dominantRegCellSynth": "sky130_fd_sc_hd__dfxtp_1",
        "synthesis.area_per_instance_um2": 7.753,
        "synth-seq-cells": 39,
    },
    "clock_tree": {
        "tritoncts_num_sinks": 39,
        "clock-root-buffer": "sky130_fd_sc_hd__clkbuf_8",
        "holdBufCountCts": 0,
        "htree_num_levels": 2,
        "clk_latency_ns": 0.28,
        "postCtsSetupRepairBufs": 0,
        "cts-root-to-sink-buffers": 2,
        "path_clk_slew_ns": 0.07,
        "post_cts.resized_instances": 0,
        "clock_tree_from_tritoncts": "built",
        "tritoncts.num_buffers": 5,
    },
    "flow_run": {
        "warnings": 65,
        "cap_violations": 0,
    },
    "global_route": {
        "grt_antenna_before_repair": 0,
        "grt_max_degree": 22,
        "first_global_vias": 2234,
        "grt_overflow": 0,
        "gr-usage-all-layers": 0.2004,
        "grt_first_pass_wirelength_mm": 10.34,
    },
    "critical_path": {
        "crit_family": "AND-OR/OR-AND gates",
        "critPathRequiredTime_ns": 3.88,
        "crit_path_cells": "nand2b_1, nor3_1, a211oi_1, nand4_1, and2_1, inv_1, ha_1, a211o_1, inv_1, a221o_1",
        "worst_path_max_delay_cell": "sky130_fd_sc_hd__dfxtp_1",
        "timing.rr.start": "dut.currState[4]$_SDFF_PP0_",
        "timing.setup.critical_path_class": "reg -> reg",
        "reg2reg_setup_slack_ns": 0.63,
        "crit_top_cell": "sky130_fd_sc_hd__inv_1",
        "crit_end": "comp.bcd[0]$_DFF_P_",
        "type_of_element_capturing_the_critical_path": "flop",
        "worstPathMaxFanout": 20,
        "cp_slowest_stage_delay_ns": 0.73,
        "crit_cells": 10,
        "r2r.worst_path.cells": 10,
        "critical_path.startpoint_type": "flop",
        "crit_start": "dut.currState[4]$_SDFF_PP0_",
        "crit_path_buf_inv_count": 2,
        "worst_ep_arrival_time_ns": 3.24,
        "rr_endpoint": "comp.bcd[0]$_DFF_P_",
    },
    "final_layout": {
        "syn2layout_area_growth_pct": 18.71,
        "lay_top_count": "sky130_fd_sc_hd__clkdlybuf4s50_1",
        "layout_top_cells": "71 x sky130_fd_sc_hd__clkdlybuf4s50_1, 39 x sky130_fd_sc_hd__dfxtp_1, 36 x sky130_fd_sc_hd__inv_1",
        "n_fill_cell": 524,
        "final_layout_size_suffix_gt1_frac": 0.06532,
    },
    "min_path": {
        "worstHoldPathType": "reg -> reg",
    },
    "outcome": {
        "outcome": "finished, final reports clean",
    },
}
worst reg2reg max path, stage by stage (launching register included):
cell                       delay (ns)
sky130_fd_sc_hd__dfxtp_1         0.73
sky130_fd_sc_hd__nand2b_1        0.35
sky130_fd_sc_hd__nor3_1          0.08
sky130_fd_sc_hd__a211oi_1        0.37
sky130_fd_sc_hd__nand4_1         0.20
sky130_fd_sc_hd__and2_1          0.22
sky130_fd_sc_hd__inv_1           0.14
sky130_fd_sc_hd__ha_1            0.30
sky130_fd_sc_hd__a211o_1         0.24
sky130_fd_sc_hd__inv_1           0.05
sky130_fd_sc_hd__a221o_1         0.30
kinds of logic (layout without fill, tap and decap cells):
family                     count (synthesis)  after routing  share of synthesized area
and+or+nand+nor                          126            126                     0.2192
buffers and inverters                    106            125                     0.1923
AOI/OAI and AO/OA                         92             92                     0.1971
DFF                                       39             39                     0.2505
adders and majority gates                 26             26                     0.1044
muxes                                      6              6                    0.02007
xor gates and xnor gates                   5              5                    0.01405
other                                      2             25                   0.002410
cell type report:
class	instances	area, um2	share of cell area
repair buffers	79	770.7	0.2083
multi-input cells	280	1823	0.4927
clock buffers	5	68.82	0.01860
well taps	75	93.84	0.02536
flip-flops and latches	39	780.7	0.2110
inverters	38	142.6	0.03855
clock inverters	3	20.02	0.005411
stage by stage:
| stage | std cells | utilization | area [um2] |
|---|---|---|---|
| detailed placement | 511 | 0.6063 | 3611 |
| global placement | 511 | 0.6063 | 3611 |
| floorplan | 425 | - | 3203 |
| finish | 519 | 0.6212 | 3700 |
| global route | 519 | 0.6212 | 3700 |
| CTS | 519 | 0.6212 | 3700 |
cell usage after synthesis, types with 3 or more instances:
master / count / area (um2)
sky130_fd_sc_hd__o211ai_1: 3 / 22.52
sky130_fd_sc_hd__a21o_1: 4 / 30.03
sky130_fd_sc_hd__buf_4: 46 / 345.3
sky130_fd_sc_hd__o22ai_1: 3 / 18.77
sky130_fd_sc_hd__inv_1: 36 / 135.1
sky130_fd_sc_hd__buf_2: 11 / 55.05
sky130_fd_sc_hd__mux2i_1: 4 / 40.04
sky130_fd_sc_hd__and3_1: 5 / 31.28
sky130_fd_sc_hd__o31ai_1: 4 / 30.03
sky130_fd_sc_hd__and2_1: 3 / 18.77
sky130_fd_sc_hd__nand3b_1: 3 / 22.52
sky130_fd_sc_hd__nor3b_1: 5 / 37.54
sky130_fd_sc_hd__or2_2: 4 / 25.02
sky130_fd_sc_hd__or3_1: 3 / 18.77
sky130_fd_sc_hd__nor2_1: 30 / 112.6
sky130_fd_sc_hd__a31oi_1: 4 / 25.02
sky130_fd_sc_hd__ha_1: 26 / 325.3
sky130_fd_sc_hd__xnor2_1: 3 / 26.28
sky130_fd_sc_hd__or4bb_1: 3 / 33.78
sky130_fd_sc_hd__nand2b_1: 7 / 43.79
sky130_fd_sc_hd__o21ai_0: 19 / 95.09
sky130_fd_sc_hd__a21oi_1: 24 / 120.1
sky130_fd_sc_hd__dfxtp_1: 39 / 780.8
sky130_fd_sc_hd__nand2_1: 26 / 97.59
sky130_fd_sc_hd__nand3_1: 10 / 50.05
sky130_fd_sc_hd__nor3_1: 5 / 25.02
sky130_fd_sc_hd__nor2b_1: 6 / 37.54
sky130_fd_sc_hd__a32oi_1: 5 / 43.79
sky130_fd_sc_hd__clkbuf_1: 8 / 30.03
sky130_fd_sc_hd__nand4_1: 4 / 25.02
power groups by stage:
stage	logic (mW)	clock network, mW	registers [mW]
4_1_cts	0.0401	0.283	0.439
5_1_grt	0.0467	0.307	0.441
6_report	0.0398	0.271	0.439
routing by layer:
| layer | vias up | part of all wire | global-route usage |
|---|---|---|---|
| met1 | 1204 | 0.53 | 0.3218 |
| met3 | 2 | 0.065 | 0.02623 |
| met4 | 0 | 0.0054 | 0.02143 |
| li1 | 1387 | - | - |
| met2 | 101 | 0.40 | 0.3000 |
| met5 | - | 0 | 0 |
worst min-delay path by stage:
stage                          startpoint                          end  slack, ns  cells past startpoint
CTS           dut.new_game_sync_1$_DFF_P_  dut.new_game_sync_2$_DFF_P_       0.33                      0
global route  dut.hMove_sync_1[1]$_DFF_P_  dut.hMove_sync_2[1]$_DFF_P_       0.34                      0
finish        dut.new_game_sync_1$_DFF_P_  dut.new_game_sync_2$_DFF_P_       0.33                      0
flip-flops by register name, indices dropped and copies added (netlist names), 3 cells and up:
signal            cells
dut.currState         5
dut.hMove_sync_1      4
dut.hMove_sync_2      4
dut7.bcd              4
comp.bcd              3
dut1.bcd              3
dut2.bcd              3
dut6.bcd              3
No activity file was given, so power comes from the tool's default toggle rates.
